File: flow/constraint.sdc
current_design i2c_master

set clk_period 2.4
set clk_io_pct 0.2

create_clock -name clk0 -period $clk_period [get_ports {clk_in}]

set non_clock_inputs [all_inputs -no_clocks]
set_input_delay [expr $clk_period * $clk_io_pct] -clock clk0 $non_clock_inputs
set_output_delay [expr $clk_period * $clk_io_pct] -clock clk0 [all_outputs]
File: flow/design.v
interface seq_intf (input bit clk_in, input bit reset_in);
  logic write;
  logic [6:0] addr_in; 
  logic [7:0] data_in; 
  logic [7:0] read_out;
  logic i2c_scl_out; 
  logic i2c_sda_out; 
  logic sda_in;
endinterface
module i2c_master(
                     addr_in,
                     data_in,
                     write,
                     clk_in,
                     reset_in,
                     sda_in,
                     i2c_sda_out,
                     i2c_scl_out,
                     read_out
                  );
  input        clk_in;
  input        reset_in;
  input	       [6:0]addr_in;
  input        [7:0]data_in;
  output reg   i2c_sda_out;
  output reg   i2c_scl_out;
  output reg   [7:0]read_out;
  reg          [2:0]acount;
  reg          [2:0]dcount;
  reg          sda_en;
  reg          sda_out;
  input        write;
  reg          scl_en;
  input        sda_in;
  reg          [2:0]state;
  reg          [2:0]next_state;
  reg          [7:0]i2c_slave_in;
  parameter IDLE      =0;
  parameter START     =1;
  parameter ADDRESS   =2;
  parameter READ_WRITE=3;
  parameter ADDR_ACK  =4;
  parameter DATA      =5;
  parameter DATA_ACK  =6;
  parameter STOP      =7;
  always@(negedge clk_in)begin
    if(reset_in)begin
      state<=IDLE;
      read_out=0;
      i2c_slave_in=0;
    end
    else begin
      state<=next_state;
      if(state==ADDRESS)
        acount<=acount-1;
      else if(state==DATA)
        dcount<=dcount-1;
    end
  end
  always@(state,addr_in,data_in,dcount,acount)begin
      case (state)
      IDLE    :begin
                 scl_en=0;
                 sda_out=1;
                 sda_en=1;
                 acount=6;
                 dcount=7;
                 if(addr_in!=0) begin
                   next_state=START;
                 end
                 else begin
                   next_state=IDLE;
                 end
               end
      START   :begin
                 scl_en=0;
                 sda_out=0;
                 sda_en=1;
                 next_state=ADDRESS;
               end
      ADDRESS :begin
                 scl_en=1;
                 sda_en=1;
                 sda_out=addr_in[acount];
                 if(acount!=0)begin
                   next_state=ADDRESS;
                 end
                 else if(acount==0) begin
                   next_state=READ_WRITE;
                 end 
               end
      READ_WRITE:begin
                   scl_en=1;
                   sda_en=1;
                   if(write==0)begin
                     sda_out=1'b0;
                     next_state=ADDR_ACK;
                   end
                   else if(write==1)begin
                     sda_out=1'b1;
                     next_state=ADDR_ACK;
                   end  
                   else begin
                     sda_out=1'b1;
                     next_state=ADDR_ACK;
                   end
                 end
      ADDR_ACK  :begin
                   scl_en=1;
                   if(sda_in==0)begin
                     sda_en=0;
                     next_state=DATA;
                   end
                   else begin
                     sda_en=1;
                     next_state=STOP;
                   end
                 end
      DATA       :begin
                    if(write==0)begin
                    scl_en=1;
                    sda_en=1;
                    sda_out=data_in[dcount];
                    if(dcount!=0)begin;
                      next_state=DATA;
                    end
                    else if(dcount==0) begin
                      next_state=DATA_ACK;
                    end
                  end
                  if(write==1)begin
                    scl_en=1;
                    sda_en=0;
                     sda_out=sda_in;
                      i2c_slave_in[dcount]=sda_in;
                      if(dcount!=0)begin;
                        next_state=DATA;
                      end
                      else if(dcount==0&&next_state!=DATA_ACK) begin
                        next_state=DATA_ACK;
                      end
                    end
                  end
      DATA_ACK   :begin
                     scl_en=1;
                     if(write==0)begin
                       if(sda_in==0)begin
                         sda_en=0;
                         next_state=STOP;
                       end
                       else begin
                         sda_en=1;
                         next_state=STOP;
                       end
                     end
                     else if(write==1)begin
                       sda_out=0;
                       if(sda_out==1)begin
                         sda_en=1;
                         next_state=STOP;
                       end
                       else begin
                         sda_en=1;
                         next_state=STOP;
                       end
                     end
                   end
      STOP       :begin
                    read_out=i2c_slave_in;
                    scl_en=0;
                    sda_out=0;
                    next_state=IDLE;
                    sda_en=1;
                  end
    endcase
  end   
  assign i2c_scl_out=(scl_en)?clk_in:1'b1;
  assign i2c_sda_out=(sda_en)?sda_out:sda_in;
endmodule             
File: flow/config.mk
export PLATFORM = sky130hd
export DESIGN_NAME = i2c_master
export DESIGN_NICKNAME = i2c_master
export VERILOG_FILES = /design/flow/design.v
export SDC_FILE = /design/flow/constraint.sdc
export NUM_CORES = 4
export LEC_CHECK = 1
export CORE_AREA = 10 10 70 70
export DIE_AREA = 0 0 80 80
File: flow/run.sh
#!/bin/bash
# OpenROAD 26Q1-2900-gdf79404cd8, Yosys 0.63+post, stock flow scripts
make -C /OpenROAD-flow-scripts/flow DESIGN_CONFIG=/design/flow/config.mk WORK_HOME=/design/flow/orfs finish
==> results.toml <==
# yosys + openroad results
[timing]
fin_ws_ps = -902.4
rsz0062_at_grt = "true"
hold_viol = 0
untimed_endpoints = 6
holdWs_ps = 879.7
maxSlewViolCount = 0
setup_viol = 4
unclocked_pins = 6

[die]
fp.dieW_um = 80
core_region_area_um2 = 3416
ios = 29
fp_util_pct = 13.26
num_rows = 21
chip_area_um2 = 6400
fp.dieH_um = 80

[setup_path]
endpoint_kind = "output pin"
slowest_stage = "dfxtp_4"
crit_type = "flop to output pin"
critPathLaunchType = "flop"
path_max_fanout = 6
crit_buf_inv = 2
crit_chain = "inv_4 > o211ai_1 > dlxtn_2 > mux2_4 > buf_2"
cp_data_arrival_time_ps = 2820
cp.required_ps = 1920
slowest_delay_ps = 380
critPathTopFamily = "flip-flops"

[synth]
topCellsByArea = "dlxtn_1 (20%), dfxtp_1 (13%), buf_4 (13%)"
synth-cells-yosys = 53
synthAoiAreaFrac_pct = 18.51
async_flop_share_pct = 0
yosysWarnings = 51
yosys-top-cells-count = "buf_4 (8), dlxtn_1 (6), a21oi_1 (5)"
synth_area_um2 = 452.9
most_common_cell = "buf_4"
topCombFamilyByArea = "AND-OR/OR-AND gates"
xor_share_pct = 0
ys.flop_type = "dlxtn_1"
synth.distinct_cells = 25
edf_count = 0
top_cell_area_share_pct = 19.89
synthSimpleGateAreaFrac_pct = 14.64
yosys.area_share.adder_pct = 8.287
syn_avg_cell_area_um2 = 8.546
largest_area_cell = "dlxtn_1"
synthMuxAreaShare_pct = 7.182
synth_flop_count = 9
netlist_instances = 53
ys_area_um2 = 452.9

[global_routing]
antenna_found_initial = 0
overflow = 0
grt_max_degree = 10
grt_pass1_wl_mm = 1.711
grt_pass1_vias = 405
grt_usage_pct = 3.244

[pwr]
p_per_area_nw_per_um2 = 311.7
peakVddDrop_v = 0.0001865
leakagePower_nw = 0.3154

[routing]
wirelength_mm = 1.072
dr_total_vias = 413
drt-pass1-iter-count = 4
post_drt_wl_per_cell_um = 8.860
antenna_left = 0
insertedDiodeCount = 0
first_iter_violations = 8
drcViolationCount = 0
vias_per_cell = 3.413

[hold_path]
hold_class = "clock port to output pin"

[layout]
final_area_um2 = 696.9
fin_util_pct = 20.40
drive_gt1_share_pct = 29.33
syn_to_final_growth_pct = 53.87

[clock_network]
clock_path_buffers = 2
cts_buffers = 3
cts-root-buf = "clkbuf_4"
clk_pin_slew_ps = 30
h-tree-depth = 1
cts_tree = "done"

[flow_run]
cap_viol_max_count = 0
tool_warnings = 43

[place]
place_area_um2 = 630.6
place_ws_ps = -966.0
post-dp-hpwl_um = 829.1
io_buffers = 13
gp_congestion = 0.7042

[run_status]
violations = "negative setup slack"
status = "finished, violations left"
==> cell type report <==
class / instances / area [um2]
Sequential cell: 9 / 162.7
Multi-Input combinational cell: 43 / 302.8
Tap cell: 46 / 57.56
Timing Repair Buffer: 12 / 110.1
Clock buffer: 4 / 27.53
Fill cell: 385 / 2719
Inverter: 3 / 21.27
Clock inverter: 4 / 15.01
==> worst reg2reg max path, delay by kind of cell (launching register included) <==
| kind | cells | cell delay (ps) |
|---|---|---|
| AND-OR/OR-AND | 1 | 310 |
| latches | 1 | 370 |
| adder cells (fa/ha/maj) | 1 | 230 |
| AND/OR/NAND/NOR | 2 | 180 |
| flip-flops | 1 | 410 |
==> flip-flops by register name, summed over array words and instances (netlist names) <==
register	cells
sda_en	1
next_state	3
scl_en	1
state	3
sda_out	1
==> per-layer routing <==
metal	track usage [%]	part of all wire, %	up-vias
li1	-	-	211
met1	4.064	43	183
met2	3.772	43	19
met3	2.614	14	0
met4	1.585	0	0
met5	0	0	-
==> power by group <==
| part | internal, W | total (W) | leakage (nW) | switching (W) |
|---|---|---|---|---|
| clock network | 0.0000685 | 0.000116 | 0.0386 | 0.0000470 |
| registers | 0.0000564 | 0.0000617 | 0.0747 | 0.00000529 |
| logic | 0.0000239 | 0.0000400 | 0.202 | 0.0000161 |
| total | 0.000149 | 0.000217 | 0.315 | 0.0000685 |
==> cell usage in the layout (no fill, tap or decap) <==
cell type | netlist | routed
conb_1 | 1 | 13
a21oi_1 | 5 | 5
clkdlybuf4s50_1 | 0 | 5
dlxtn_1 | 6 | 5
nand2_1 | 4 | 4
inv_1 | 3 | 4
buf_2 | 0 | 4
nor2b_1 | 3 | 3
clkbuf_4 | 0 | 3
dfxtp_4 | 0 | 3
inv_4 | 0 | 2
ha_1 | 3 | 2
buf_6 | 0 | 2
inv_6 | 0 | 1
nor3_1 | 1 | 1
o32ai_1 | 1 | 1
mux2i_1 | 1 | 1
a21o_1 | 1 | 1
mux2_1 | 1 | 1
nor2_1 | 1 | 1
a311oi_1 | 1 | 1
o211ai_1 | 1 | 1
a41oi_1 | 1 | 1
o21ai_0 | 2 | 1
or4_4 | 1 | 1
nor4_4 | 0 | 1
o31ai_2 | 0 | 1
o21ai_2 | 0 | 1
mux2_4 | 0 | 1
ha_4 | 0 | 1
clkdlybuf4s15_1 | 0 | 1
dlymetal6s2s_1 | 0 | 1
dlxtn_2 | 0 | 1
==> worst paths after layout <==
path	start	to	slack (ps)	depth (start not counted)
max reg2reg	state[1]$_SDFF_NP0_	state[1]$_SDFF_NP0_	840	5
min	clk_in	i2c_scl_out	880	5
max	state[0]$_SDFF_NP0_	i2c_sda_out	-900	5
==> through the flow <==
stage               setup TNS [ps]   power, W  std cells
finish                       -2003  0.0002172        121
global route                 -2229  0.0002457        121
CTS                          -2210  0.0002279        122
detailed placement           -3530  0.0001229        115
global placement             -3512  0.0001226        115
floorplan                    -1439  0.0001020         65
==> cell families (layout without fill, tap and decap cells) <==
kind of cell | after synthesis | in the layout
adder cells (fa/ha/maj) | 3 | 3
flip-flops | 3 | 3
buffers and inverters | 13 | 23
other | 1 | 13
AND-OR/OR-AND | 13 | 13
multiplexers | 3 | 3
latches | 6 | 6
AND/OR/NAND/NOR | 11 | 11
==> timing repair <==
action                     CTS  global route
hold buffers                 0             0
buffers inserted             1             0
pin swaps                    6             3
gates resized               35             3
setup endpoints to repair    5             5
Power is estimated from default activity; no workload was simulated.
